==> design/flow/design.v <==
`timescale 1ns / 1ps
module Register_file(
    input clk,
    input [4:0]  rd1,
    input [31:0] wb_data1,
    input [3:0]  wb_we1,
    input [4:0]  rd2,
    input [31:0] wb_data2,
    input [3:0]  wb_we2,
    input [4:0] rs1, rs2, rs3, rs4,
    output [31:0] rs1_data, rs2_data, rs3_data, rs4_data
    );
    reg [31:0] regs [31:0];
    integer i;
    initial begin
        for (i = 0; i < 32; i = i + 1)
            regs[i] = 32'b0;
    end
    always @(posedge clk) begin
        if (wb_we1 == 4'd2 && rd1 != 5'd0)
            regs[rd1] <= wb_data1;
        if (wb_we2 == 4'd2 && rd2 != 5'd0 && !(wb_we1 == 4'd2 && rd1 == rd2))
            regs[rd2] <= wb_data2;
    end
    assign rs1_data = (rs1 == 0) ? 32'b0 : ((wb_we1 == 4'd2 && rd1 == rs1) ? wb_data1 :
            (wb_we2 == 4'd2 && rd2 == rs1) ? wb_data2 : regs[rs1]);
    assign rs2_data = (rs2 == 0) ? 32'b0 : ((wb_we1 == 4'd2 && rd1 == rs2) ? wb_data1 :
           (wb_we2 == 4'd2 && rd2 == rs2) ? wb_data2 : regs[rs2]);
    assign rs3_data = (rs3 == 0) ? 32'b0 : ((wb_we1 == 4'd2 && rd1 == rs3) ? wb_data1 :
           (wb_we2 == 4'd2 && rd2 == rs3) ? wb_data2 : regs[rs3]);
    assign rs4_data = (rs4 == 0) ? 32'b0 : ((wb_we1 == 4'd2 && rd1 == rs4) ? wb_data1 :
          (wb_we2 == 4'd2 && rd2 == rs4) ? wb_data2 : regs[rs4]);
endmodule
==> design/flow/run.sh <==
#!/bin/bash
# OpenROAD 26Q1-2900-gdf79404cd8, Yosys 0.63+post, stock flow scripts
make -C /OpenROAD-flow-scripts/flow DESIGN_CONFIG=/design/flow/config.mk WORK_HOME=/design/flow/orfs finish
==> design/flow/config.mk <==
export PLATFORM = sky130hd
export DESIGN_NAME = Register_file
export DESIGN_NICKNAME = Register_file
export VERILOG_FILES = /design/flow/design.v
export SDC_FILE = /design/flow/constraint.sdc
export NUM_CORES = 4
export LEC_CHECK = 1
export CORE_UTILIZATION = 50
==> design/flow/constraint.sdc <==
current_design Register_file

set clk_period 16.1
set clk_io_pct 0.2

create_clock -name clk0 -period $clk_period [get_ports {clk}]

set non_clock_inputs [all_inputs -no_clocks]
set_input_delay [expr $clk_period * $clk_io_pct] -clock clk0 $non_clock_inputs
set_output_delay [expr $clk_period * $clk_io_pct] -clock clk0 [all_outputs]
==> GITHUB_STEP_SUMMARY <==
### Flow metrics

| Metric | Value |
|---|---|
| Pre-CTS setup slack | 4.99 ns |
| DIE AREA | 160000 um2 |
| Comb gate area | 45600 um2 |
| Outcome | finished clean |
| Layout cell share with drive strength beyond 1 | 44.4% |
| Via count | 60198 |
| CP Max Fanout | 20 |
| Main flop type | edfxtp_1 |
| Remaining DRCs | 0 |
| Clk buf depth | 3 |
| Initial antenna violation count | 9 |
| Largest net degree at the start of global routing | 68 |
| Core area | 157000 um2 |
| CP startpoint kind | primary input |
| Die Height | 400 um |
| Leakage | 29.1 nW |
| Post-CTS Setup Bufs | 0 |
| Area post-placement | 83800 um2 |
| Slew Viols, Final | 0 |
| CP endpoint kind | primary output |
| # hold bufs at CTS | 0 |
| Site row count | 145 |
| Design Area, Final | 88000 um2 |
| CTS Buf Count | 131 |
| Crit share post-route | 70.2% |
| Port bufs | 230 |
| Cell Count, Final, Fillers Out | 7586 |
| Syn avg cell area | 14.3 um2 |
| Slowest stage delay, CP | 0.79 ns |
| Post-synth EDFFs | 1024 |
| DR WL/cell | 47.7 um |
| Biggest regs | regs: 1024 flops |
| Slew headroom | 19.1% |
| Crit Path Class | primary input to primary output |
| CP arrival | 8.09 ns |
| Vias/cell | 7.94 |
| Most frequent CP cell | buf_4 |
| IO Count | 231 |
| # Cells Yosys | 5538 |
| OpenROAD warnings | 26 |
| Mapped Cells | 5538 |
| Critical Path RT | 12.88 ns |
| Die x size | 400 um |
| Largest type area fraction | 38.8% |
| RSZ-0062 raised after global routing | false |
| Worst slew pin tran | 1.21 ns |
| Inst Count DP | 7330 |
| Routability cong. | 1.03 |
| H-tree levels | 4 |
| Fp util | 50.6% |
| Yosys top cell by area | edfxtp_1 |
| First-pass GRT wire length | 497000 um |
| Final Hold Fails | 0 |
| Synth area leaders | edfxtp_1 39%, mux4_2 22%, mux2_2 15% |
| Peak VDD IR | 0.000110 V |
| Antenna Nets Post-Route | 0 |
| Critical Path Stages | 10 |
| CTS tree | yes |
| Minimum clock period | 11.31 ns |
| Setup_tns | 0 ns |
| CTS sink count | 1024 |
| Critical path origin | wb_we2[3] |
| Cts repair resizes | 0 |
| Setup ws final | 4.79 ns |
| Yosys chip area | 79300 um2 |
| DRT Wirelength | 362000 um |
| CP Buf/Inv Count | 5 |
| Initial DRC count | 5302 |
| FILL cells | 12521 |
| Total of max-cap violations | 0 |
| Unique masters post-synth | 63 |
| Synthesized area | 79300 um2 |
| Slowest cell on the critical path | nor2b_4 |
| Largest Register | regs |
| Flops & latches, synth | 1024 |
| GRT Resource Usage Total | 49.2% |
| Area Growth Syn to Fin | 11.0% |
| Final setup fails | 0 |
| Post-synth seq share | 38.8% |
| Worst-path clk slew | 0.06 ns |
| CP delay by family, top | buffers and inverters |
| PD cells | 81.9 nW/um2 |
| Clock root buffer | clkbuf_16 |
| Worst Hold Class | primary input to register |
| HPWL after DPL | 215000 um |
| Drt first pass iters | 8 |
| CP Capture Point | rs3_data[5] |
| Max reg flops | 1024 |
| Ys Warns | 1 |
| Critical path cell sequence | clkdlybuf4s50_1 > nor4b_4 > buf_4 > nand4_1 > nor3_4 > buf_4 > nor2b_4 > buf_4 > a221o_1 > clkdlybuf4s50_1 |
| Sequential Area | 30700 um2 |
| Total grt overflow | 0 |
| Vias in the first global route | 62252 |
| Achievable Freq | 88.4 MHz |
| Async S/R FF share, synth | 0% |
[per-stage QoR]
stage | hold slack, ns | utilization (%) | total power, mW
detailed placement | 4.08 | 53.4 | 4.25
floorplan | 3.39 | - | 3.79
global route | 3.30 | 56.1 | 7.36
CTS | 3.27 | 56.1 | 7.19
finish | 3.30 | 56.2 | 7.21
global placement | 4.08 | 53.4 | 4.24
[power by group]
part           switching, mW  total, mW  internal [mW]
Clock                   1.23       2.97           1.75
Sequential            0.0147       2.97           2.95
Combinational          0.707       1.27          0.561
Total                   1.95       7.21           5.26
[worst min-delay path by stage]
stage / from / to / cells past startpoint
4_1_cts: wb_data1[3] / regs[0][3] / 2
5_1_grt: wb_data1[5] / regs[0][5] / 2
6_report: wb_data1[3] / regs[0][3] / 2
[layout make-up]
cell class / instances / area share (%)
Clock inverter: 75 / 0.841
Inverter: 9 / 0.0384
Sequential cell: 1024 / 34.9
Timing Repair Buffer: 559 / 5.50
Antenna cell: 17 / 0.0483
Clock buffer: 164 / 3.96
Multi-Input combinational cell: 3680 / 51.8
Tap cell: 2058 / 2.92
[kinds of logic after synthesis]
kind of cell | Yosys count | synth area share, %
flops | 1024 | 38.8
xor+xnor | 45 | 0.497
buf+inv | 865 | 4.99
simple gates | 426 | 3.25
mux | 2377 | 44.2
compound gates | 800 | 8.31
other cells | 1 | 0.00473
[layout by cell type (no fill, tap or decap), types with 14 or more instances in the layout]
cell type	instances
mux2i_1	385
xnor2_1	40
mux2_1	189
mux4_2	778
nand3_1	14
mux2_2	1025
clkinv_1	25
clkdlybuf4s50_1	212
nor3b_1	33
clkinv_2	26
a221oi_1	133
nand2_1	92
a221o_1	105
a21oi_1	29
a22oi_1	87
edfxtp_1	1024
and3_1	61
nand4_1	17
clkbuf_16	135
nand3_4	16
o221ai_1	186
buf_4	331
diode_2	17
a32oi_1	19
conb_1	32
clkbuf_1	29
o21ai_0	21
nor4_1	101
o21ai_4	26
a22o_1	63
a21o_1	18
a211oi_1	90
[cell usage after synthesis (5+ instances only)]
library cell	n
a21oi_1	29
mux2_2	1025
o22ai_1	10
clkbuf_1	494
xor2_1	5
or3b_2	6
o21ai_0	45
nand4_1	17
mux2i_1	385
nor2_2	6
buf_6	26
a22oi_1	87
nand2b_1	5
a221oi_1	133
a221o_1	105
nor3b_1	37
a21o_1	18
inv_1	9
mux2_1	189
nor2b_1	11
a22o_1	63
nor2_1	12
edfxtp_1	1024
buf_1	58
nand3b_1	6
and2_1	7
buf_4	66
buf_2	212
nand3_1	30
and3_1	61
a211oi_1	90
nand2_1	92
nor4_1	102
o221ai_1	186
and3b_1	5
mux4_2	778
xnor2_1	40
a32oi_1	19
[routing by layer]
layer  track usage (%)  wire length (um)  vias up
li1                  -                 -    23160
met1              54.6            107000    30128
met2              65.1            154000     5298
met3              38.4             68200     1576
met4              32.2             31800       36
met5              3.81               934        -
Power is estimated from default activity; no workload was simulated.
