<file path="flow/run.sh">
#!/bin/bash
# OpenROAD 26Q1-2900-gdf79404cd8, Yosys 0.63+post, stock flow scripts
make -C /OpenROAD-flow-scripts/flow DESIGN_CONFIG=/design/flow/config.mk WORK_HOME=/design/flow/orfs finish
</file>
<file path="flow/config.mk">
export PLATFORM = sky130hd
export DESIGN_NAME = Branching_unit
export DESIGN_NICKNAME = Branching_unit
export VERILOG_FILES = /design/flow/design.v
export SDC_FILE = /design/flow/constraint.sdc
export NUM_CORES = 4
export LEC_CHECK = 1
export CORE_AREA = 10 10 70 70
export DIE_AREA = 0 0 80 80
</file>
<file path="flow/constraint.sdc">
current_design Branching_unit

set clk_period 2.2
set clk_io_pct 0.2

create_clock -name clk0 -period $clk_period

set non_clock_inputs [all_inputs -no_clocks]
set_input_delay [expr $clk_period * $clk_io_pct] -clock clk0 $non_clock_inputs
set_output_delay [expr $clk_period * $clk_io_pct] -clock clk0 [all_outputs]
</file>
<file path="flow/design.v">
`timescale 1ns / 1ps
module Branching_unit(
    input  wire [1:0]         is_branch,       
    input  wire [2:0]         f3_way0,         
    input  wire [2:0]         f3_way1,         
    input  wire               flags0_zero,
    input  wire               flags0_negative,
    input  wire               flags0_overflow,
    input  wire               flags0_carry,
    input  wire               flags1_zero,
    input  wire               flags1_negative,
    input  wire               flags1_overflow,
    input  wire               flags1_carry,
    output reg  [1:0]         is_flush         
);
localparam [2:0]
    BEQ  = 3'b000,
    BNE  = 3'b001,
    BLT  = 3'b100,
    BGE  = 3'b101,
    BLTU = 3'b110,
    BGEU = 3'b111;
always @(*) begin
    if (is_branch[0]) begin
        case (f3_way0)
            BEQ:  is_flush[0] = flags0_zero;
            BNE:  is_flush[0] = ~flags0_zero;
            BLT:  is_flush[0] = flags0_negative ^ flags0_overflow;
            BGE:  is_flush[0] = ~(flags0_negative ^ flags0_overflow);
            BLTU: is_flush[0] = ~flags0_carry;
            BGEU: is_flush[0] =  flags0_carry;
            default: is_flush[0] = 1'b0;
        endcase
    end else begin
        is_flush[0] = 1'b0;
    end
end
always @(*) begin
    if (is_branch[1]) begin
        case (f3_way1)
            BEQ:  is_flush[1] = flags1_zero;
            BNE:  is_flush[1] = ~flags1_zero;
            BLT:  is_flush[1] = flags1_negative ^ flags1_overflow;
            BGE:  is_flush[1] = ~(flags1_negative ^ flags1_overflow);
            BLTU: is_flush[1] = ~flags1_carry;
            BGEU: is_flush[1] =  flags1_carry;
            default: is_flush[1] = 1'b0;
        endcase
    end else begin
        is_flush[1] = 1'b0;
    end
end
endmodule
</file>
==> impl_metrics.env <==
# source this file to load flow results
export IMPL_dr_first_iter_drc_count=3
export IMPL_final_cells=81
export IMPL_leakagePower_nw=0.174
export IMPL_critical_path_required_ps=1760
export IMPL_rsz0062_at_grt="no"
export IMPL_synth_cell_area_sq_um=140
export IMPL_synth_distinct_cells=7
export IMPL_core_area_sq_mm=0.00342
export IMPL_wl_per_cell_um=7.10
export IMPL_drc=0
export IMPL_p_switching_w=0.0000150
export IMPL_power_w=0.0000615
export IMPL_routed_wl_um=575
export IMPL_insertedDiodeCount=0
export IMPL_crit_fanout=3
export IMPL_grt_usage_pct=1.69
export IMPL_min_period_ps=2120
export IMPL_syn_area_per_cell_sq_um=10.0
export IMPL_ctsHoldBuffers=0
export IMPL_syn_inst=14
export IMPL_p_comb_share_pct=100.0
export IMPL_postLayoutCoreUtil_pct=11.6
export IMPL_hold_start="f3_way1[1]"
export IMPL_seq_area_sq_um=0
export IMPL_hold_depth=4
export IMPL_gp_congestion=0.764
export IMPL_grt_max_degree=5
export IMPL_worstMarginPinSlew_ps=183
export IMPL_drv_cap=0
export IMPL_grt_pass1_vias=204
export IMPL_crit_type="input port to output pin"
export IMPL_max_slew_margin_pct=87.8
export IMPL_flop_count=0
export IMPL_final_antenna_net_count=0
export IMPL_period_used_pct=96.2
export IMPL_vias=212
export IMPL_die_height_um=80
export IMPL_grt_pass1_wl_um=924
export IMPL_pin_count=18
export IMPL_warnings=32
export IMPL_port_buffer_count=18
export IMPL_first_pass_iters=2
export IMPL_synth_yosys_warnings=1
export IMPL_clock_buffers=0
export IMPL_drive_gt1_share_pct=8.57
export IMPL_fp_util_pct=4.10
export IMPL_die_area_sq_mm=0.00640
export IMPL_die_x_um=80
export IMPL_final_common_cell="clkdlybuf4s50_1"
export IMPL_power_density_mw_per_mm2=155
export IMPL_viasPerCell=2.62
export IMPL_overflow=0
export IMPL_top_area_share_pct=32.1
export IMPL_setup_viol=0
export IMPL_switching_share_pct=24.3
export IMPL_areaGrowthSynthToFinish_pct=184
export IMPL_final_area_sq_um=398
export IMPL_rows=21
export IMPL_slew_violations=0
export IMPL_hold_path_class="input port to output pin"
export IMPL_max_freq_mhz=472
export IMPL_worstSetupEndpointType="output pin"
export IMPL_vdd_ir_drop_max_v=0.0000507
export IMPL_ys_chip_area_sq_um=140
export IMPL_outcome="finished clean"
export IMPL_ys_top_cells_by_area="xnor3_1 32%, o211a_1 14%, a22o_1 13%"
export IMPL_hold_violations=0
export IMPL_ys_cells=14
export IMPL_antenna_found_initial=0
export IMPL_largest_area_cell="xnor3_1"
export IMPL_mostFrequentLayoutCells="13 x clkdlybuf4s50_1, 4 x dlygate4sd2_1, 3 x buf_4"
export IMPL_postSynthSeqShare_pct=0
export IMPL_place_inst=81
export IMPL_critPathLaunchType="input port"
export IMPL_hold_end="is_flush[1]"
export IMPL_cp_arrival_ps=1680
export IMPL_p_int_w=0.0000466
export IMPL_clkPwrFrac_pct=0
export IMPL_p_seq_share_pct=0
export IMPL_placed_area_sq_um=400
## area by class of cell
type,instances,area (sq um)
Tap cell,46,57.6
Fill cell,398,3020
Timing Repair Buffer,21,200
Multi-Input combinational cell,14,140
## critical path: stages
cell and delay, ps:
clkdlybuf4s50_1 490, o21ai_0 90, a22o_1 230, o211a_1 200
dlygate4sd2_1 230
## how the worst max path moves through the flow
stage | start | endpoint | slack (ps) | cells after the start
4_1_cts | f3_way1[1] | is_flush[1] | 30 | 5
5_1_grt | f3_way0[1] | is_flush[0] | 1 | 5
6_report | f3_way0[1] | is_flush[0] | 80 | 5
## layer usage
| metal | vias up | GRT usage, % | routed length [um] |
|---|---|---|---|
| met3 | 0 | 1.82 | 153 |
| met5 | - | 0 | 0 |
| li1 | 105 | - | - |
| met1 | 89 | 2.20 | 286 |
| met2 | 18 | 1.93 | 134 |
| met4 | 0 | 0 | 0 |
## logic make-up (layout without fill, tap and decap cells)
| group | after synthesis | after routing | synth area share, % |
|---|---|---|---|
| AOI/OAI and AO/OA | 8 | 8 | 46.4 |
| buffers and inverters | 0 | 21 | 0 |
| xor gates and xnor gates | 2 | 2 | 32.1 |
| and+or+nand+nor | 4 | 4 | 21.4 |
## timing repair
action	4_1_cts	5_1_grt
resized	4	1
pin swaps	5	3
setup buffers	0	0
setup endpoints to repair	2	2
## through the flow
stage	TNS, ps	worst slack [ps]	hold WS, ps
3_5_place_dp	-479	-244	1790
2_1_floorplan	0	778	947
6_report	0	82.5	1480
3_3_place_gp	-472	-258	1790
4_1_cts	0	33.3	1630
5_1_grt	0	1.01	1540
## power by group through the flow
stage / clock [W] / sequential [W] / combinational [W]
CTS: 0 / 0 / 0.0000625
global route: 0 / 0 / 0.0000668
finish: 0 / 0 / 0.0000615
## cells in the mapped netlist, drive strengths merged
cell	number
o2bb2ai	2
nor3b	2
nand3b	2
xnor3	2
o21ai	2
a22o	2
o211a	2
No activity file was given, so power comes from the tool's default toggle rates.
